==> design/flow/design.v <==
module ALU (
  input [15:0] x,
  input [15:0] y,
  input zx,
  input nx,
  input zy,
  input ny, 
  input f,
  input no,
  output reg [15:0] out,
  output reg zr,
  output reg ng
);
  reg [15:0] x_new;
  reg [15:0] y_new;
  reg [15:0] func_result;
  always @* begin 
    x_new = x; 
    y_new = y;
    if (zx) 
      x_new = 16'h0000;
    if (nx)
      x_new = ~x_new; 
    if (zy)
      y_new = 16'h0000; 
    if (ny)
      y_new = ~y_new; 
    if (f) 
      func_result = x_new + y_new; 
    else  
      func_result = x_new & y_new;  
    if (no) begin 
      func_result = ~func_result;
    end  
    out = func_result; 
    if (func_result == 16'h0000) 
      zr = 1; 
    else 
      zr = 0; 
    if (func_result[15] == 1)
      ng = 1;
    else 
      ng = 0;
  end 
endmodule
module CPU (
  input clk, 
  input [15:0] instruction, 
  input [15:0] inM,
  input reset,
  output reg [15:0] outM, 
  output reg writeM,
  output reg [14:0] addressM, 
  output reg [14:0] pc
);
  reg [15:0] D; 
  reg [15:0] A; 
  reg [15:0] ALU_in; 
  wire [15:0] ALU_out; 
  wire zero;
  wire neg; 
  ALU alu_inst (
    .x(D),
    .y(ALU_in),
    .zx(instruction[11]),
    .nx(instruction[10]), 
    .zy(instruction[9]),
    .ny(instruction[8]),
    .f(instruction[7]),
    .no(instruction[6]),
    .out(ALU_out),
    .zr(zero),
    .ng(neg)
  );
  always @(posedge clk or posedge reset) begin
    if (reset) begin
      pc <= 0;
    end else begin
      writeM <= 0;   
      if (instruction[15]) begin  
        ALU_in <= (instruction[12]) ? inM : A;
        outM <= ALU_out; 
        if (instruction[5]) A <= ALU_out;   
        if (instruction[4]) D <= ALU_out;   
        if (instruction[3]) writeM <= 1;    
      end else begin  
        A <= instruction;
      end  
      addressM <= A[14:0];
      case (instruction[2:0])
        3'b111: pc <= A;                       
        3'b110: if (zero || neg) pc <= A;      
        3'b101: if (!zero) pc <= A;            
        3'b100: if (neg) pc <= A;              
        3'b011: if (!neg || zero) pc <= A;     
        3'b010: if (zero) pc <= A;             
        3'b001: if (!neg) pc <= A;             
        default: pc <= pc + 1;                 
      endcase
    end
  end
endmodule
==> design/flow/constraint.sdc <==
current_design CPU

set clk_period 6.7
set clk_io_pct 0.2

create_clock -name clk0 -period $clk_period [get_ports {clk}]

set non_clock_inputs [all_inputs -no_clocks]
set_input_delay [expr $clk_period * $clk_io_pct] -clock clk0 $non_clock_inputs
set_output_delay [expr $clk_period * $clk_io_pct] -clock clk0 [all_outputs]
==> design/flow/config.mk <==
export PLATFORM = sky130hd
export DESIGN_NAME = CPU
export DESIGN_NICKNAME = CPU
export VERILOG_FILES = /design/flow/design.v
export SDC_FILE = /design/flow/constraint.sdc
export NUM_CORES = 4
export LEC_CHECK = 1
export CORE_UTILIZATION = 40
==> design/flow/run.sh <==
#!/bin/bash
# OpenROAD 26Q1-2900-gdf79404cd8, Yosys 0.63+post, stock flow scripts
make -C /OpenROAD-flow-scripts/flow DESIGN_CONFIG=/design/flow/config.mk WORK_HOME=/design/flow/orfs finish
==> impl_metrics.toml <==
# physical design summary
[final_timing]
rsz0062_at_grt = "no"
period_used_share = 0.872
setup_violations = 0
slew_violations = 0
finalSetupTns_ns = 0
fin_crit_ns = 5.84
report.final.hold_viol_count = 0
fmax_ghz = 0.171
worstMarginPinSlew_ns = 0.804
maxSlewHeadroom = 0.463
fin_skew_ns = 0.00630

[finish]
fillers = 1214
mi_logic_area_um2 = 2750
syn_to_final_growth_pct = 23.6
flop_area_um2 = 2780
drive_gt1_frac = 0.111
fin_cells = 758

[placement]
dp_hpwl_mm = 9.78
gp_routability_congestion = 0.901
place_inst = 742
io_buffers = 80

[clocking]
cts_sinks = 95
cts.htree.levels = 3
cts_made_buffers = 9
clk_pin_slew_ns = 0.06
postCtsSetupBuffers = 0
clk_latency_ns = 0.35
cts.repair.resized = 0
cts_hold_buf = 0
root_buffer = "clkbuf_16"
clockBufferDepth = 2
cts_tree = "built"

[synth]
syn_area_per_cell_um2 = 11.5
async_flop_share = 0.158
ys_cells = 493
ys_ff = 95
synth.distinct_cells = 68
synthAoiAreaFrac = 0.125
simple_gate_share = 0.167
fa_ha_area_frac = 0.0412
yosysChipArea_um2 = 5660
ff_type = "edfxtp_1"
yosysSeqAreaShare = 0.491
mux_area_frac = 0.0750
ys_sh_xor = 0.0759
logic_family = "simple AND/OR/NAND/NOR gates"
edf_count = 80
synthCells = 493
synth_area_um2 = 5660
ys_warn_count = 2

[die]
floorplan.core_util = 0.409
design.core.area_um2 = 13800
die_height_um = 121
rows = 43
fp.dieW_um = 121
pin_count = 81
die-area_um2 = 14600

[detailed_routing]
vias = 4117
dr.pass1.iters = 4
drc = 0
viasPerCell = 5.43
totalWireLength_mm = 13.7
route.detailed.wl_per_inst_um = 18.1
diodes = 0
ant_nets = 0
drt_iter0_markers = 238

[setup_path]
cpMostUsedCell = "xnor2_1"
crit_chain = "clkdlybuf4s50_1 > nand2b_1 > xnor2_1 > ha_1 > fa_1 > a21o_1 > a221oi_4 > o32ai_1 > or4_1 > a31oi_1 > xnor2_1 > nor4_4 > a21oi_1 > a211o_1 > mux2_4"
cpPeakStageDelay_ns = 0.64
cp_data_required_time_ns = 6.94
path_class = "in -> reg"
worst_setup_path_start_kind = "input pin"
cp_data_arrival_time_ns = 6.08
crit_fanout = 17
slowest_stage = "clkdlybuf4s50_1"
cp-end-kind = "register"

[global_routing]
grt_usage = 0.207
grt_pass1_wl_mm = 22.0
grt_start_max_net_pins = 34
grt_antenna_before_repair = 0
grt_pass1_vias = 4097
overflow = 0

[outcome]
status = "finished, final reports clean"

[hold_path]
hold_class = "reg -> reg"

[flow_run]
drv_cap = 0
warning_count = 25

[pwr]
leakage_uw = 0.00248
power.density_nw_per_um2 = 273
peakVddDrop_uv = 142
## metal layers
layer / part of all wire / track usage / vias up
li1: - / - / 2016
met1: 0.47 / 0.337 / 1960
met2: 0.44 / 0.303 / 127
met3: 0.071 / 0.0513 / 14
met4: 0.015 / 0.0278 / 0
met5: 0 / 0 / -
## layout by cell type (no fill, tap or decap), types with 7 or more instances in the layout
cell             netlist  final
buf_4                  0     13
clkbuf_16              0      9
nand2_1               29     29
a31oi_1                7      7
mux2_2                29     29
o21ai_0                8      8
ha_1                  17     17
o32a_1                13     13
nor2_1                29     29
a21oi_1               17     17
dfrtp_1               15     15
clkdlybuf4s50_1        0     80
nand2b_1              36     36
xnor2_1               44     44
nand3_1               11     11
edfxtp_1              80     80
nor3_1                15     14
inv_1                  8      8
and3_1                 9      9
## critical path, delay by kind of cell
kind | cells | cell delay, ns
muxes | 1 | 0.38
and+or+nand+nor | 3 | 1.10
adders and majority gates | 2 | 0.67
buffers and inverters | 1 | 0.64
AOI/OAI and AO/OA | 6 | 1.62
xor gates and xnor gates | 2 | 0.33
## area by class of cell
| type | count | share of cell area |
|---|---|---|
| Multi-Input combinational cell | 365 | 0.393 |
| Sequential cell | 95 | 0.397 |
| Clock buffer | 13 | 0.0344 |
| Clock inverter | 3 | 0.00967 |
| Timing Repair Buffer | 93 | 0.129 |
| Inverter | 9 | 0.00483 |
| Tap cell | 180 | 0.0322 |
## final timing paths
path / from / to / slack [ns] / cells after the start
worst max-delay path: instruction[9] / pc[1] / 0.86 / 15
worst min-delay path: A[13] / addressM[13] / 0.51 / 0
worst max register to register: ALU_in[0] / pc[1] / 2.38 / 14
worst min register to register: A[13] / addressM[13] / 0.51 / 0
max in group asynchronous: reset / pc[12] / 4.83 / 3
min in group asynchronous: reset / pc[3] / 1.58 / 3
## synthesized netlist by cell type (all sizes together) (13+ instances only)
| cell type | instances | area (um2) |
|---|---|---|
| edfxtp | 80 | 2400 |
| xnor2 | 44 | 385 |
| nand2b | 36 | 225 |
| mux2 | 32 | 364 |
| nand2 | 29 | 109 |
| nor2 | 29 | 109 |
| a21oi | 18 | 93.8 |
| ha | 17 | 213 |
| dfrtp | 15 | 375 |
| nor3 | 15 | 75.1 |
| clkbuf | 14 | 52.6 |
| o32a | 13 | 130 |
## sequential cells by signal (all words and copies together) (netlist names)
register / flops
ALU_in: 16
addressM: 15
pc: 15
outM: 16
A: 16
writeM: 1
D: 16
## power breakdown
part / total [uW] / switching [uW] / internal, uW
clock: 541 / 214 / 328
combinational: 567 / 279 / 288
sequential: 802 / 61.1 / 741
total: 1910 / 554 / 1360
## logic make-up (layout without fill, tap and decap cells)
kind of cell | after synthesis | count (layout)
mux | 38 | 38
simple gates | 171 | 171
flops | 95 | 95
compound gates | 89 | 89
fa+ha+maj | 18 | 18
buf+inv | 33 | 118
xor+xnor | 49 | 49
## metrics by stage
step                      cell area (um2)  setup WS [ns]  hold WS, ns  total power, uW  utilization
after CTS                            6990          0.862        0.528             1930        0.506
after detailed placement             6680          0.489        0.508             1370        0.483
final                                6990          0.857        0.513             1910        0.506
after global placement               6680          0.582        0.511             1370        0.483
after global routing                 6990          0.554        0.551             2010        0.506
after floorplan                      5660           1.29        0.442             1140            -
Power is estimated from default activity; no workload was simulated.
